===== flow/design.v =====
`timescale 1ns / 1ns
module HD44780U_phy #(
    parameter int DATA_WIDTH             = 8,
    parameter int INSTR_WIDTH            = 10,
    parameter int PRESCALER_WIDTH        = 16,
    parameter int CHECK_BUSY_ERROR_WIDTH = 16
) (
    input clk_i,
    input rst_ni,
    input        [PRESCALER_WIDTH-1:0] prescaler_10ns_i,
    input                              phy_enable_i,
    output logic [     DATA_WIDTH-1:0] lcd_data_o,
    input        [INSTR_WIDTH-1:0] lcd_instr_i,     
    input                          valid_instr_i,
    output logic                   ready_instr_o,
    output logic [DATA_WIDTH-1:0] data_out_o,
    input        [DATA_WIDTH-1:0] data_in_i,
    output logic                  rs_o,
    output logic                  rwb_o,
    output logic                  e_o,
    output logic                  data_oe_o
);
  localparam bit [6:0] AddrSetupCnt  = 6;
  localparam bit [6:0] EnPwCnt       = 45;
  localparam bit [6:0] EnCycleCnt    = 100;
  localparam bit [6:0] RDataDelayCnt = 36;
  logic [6:0] cnt;
  logic [PRESCALER_WIDTH-1:0] prescaler_cnt;
  typedef enum {
    IDLE,
    ADDR_PHASE,
    WDATA_PHASE,
    RDATA_PHASE,
    CAPTURE_RDATA,
    E_HOLD
  } state_e;
  state_e curr_state, next_state;
  logic [           1:0] lcd_addr;
  logic [DATA_WIDTH-1:0] data_out_d;
  logic                  e_d;
  logic                  data_oe_d;
  always_ff @(posedge clk_i or negedge rst_ni) begin
    if (!rst_ni) begin
      rs_o       <= 1'b0;
      rwb_o      <= 1'b0;
      e_o        <= 1'b0;
      data_out_o <= '0;
      data_oe_o  <= '0;
    end else begin
      {rs_o, rwb_o} <= lcd_addr;
      e_o           <= e_d;
      data_out_o    <= data_out_d;
      data_oe_o     <= data_oe_d;
    end
  end
  always_ff @(posedge clk_i or negedge rst_ni) begin
    if (!rst_ni) begin
      lcd_data_o <= '0;
    end else if (next_state == CAPTURE_RDATA) begin
      lcd_data_o <= data_in_i;
    end
  end
  logic pipe_in_advance;
  logic pipe_in_valid;
  assign pipe_in_advance = valid_instr_i & ready_instr_o;
  assign ready_instr_o   = pipe_in_valid & phy_enable_i;
  always_ff @(posedge clk_i or negedge rst_ni) begin
    if (!rst_ni) begin
      pipe_in_valid <= 1'b0;
    end else if (pipe_in_advance) begin
      pipe_in_valid <= 1'b0;
    end else if (curr_state == E_HOLD && (cnt == (EnCycleCnt - EnPwCnt) - 1)) begin
      pipe_in_valid <= 1'b1;
    end
  end
  logic rs_instr;
  logic rwb_instr;
  logic [INSTR_WIDTH-3:0] wdata_instr;
  always_ff @(posedge clk_i or negedge rst_ni) begin
    if (!rst_ni) begin
      rs_instr    <= '0;
      rwb_instr   <= '0;
      wdata_instr <= '0;
    end else if (pipe_in_advance) begin
      rs_instr    <= lcd_instr_i[INSTR_WIDTH-1];
      rwb_instr   <= lcd_instr_i[INSTR_WIDTH-2];
      wdata_instr <= lcd_instr_i[INSTR_WIDTH-3:0];
    end
  end
  always_ff @(posedge clk_i or negedge rst_ni) begin
    if (!rst_ni) begin
      cnt           <= '0;
      prescaler_cnt <= '0;
    end else if ((next_state == IDLE) || (next_state != curr_state)) begin
      cnt           <= '0;
      prescaler_cnt <= '0;
    end else if (prescaler_cnt == prescaler_10ns_i - 1) begin
      cnt           <= cnt + 1;
      prescaler_cnt <= '0;
    end else begin
      prescaler_cnt <= prescaler_cnt + 1;
    end
  end
  always_ff @(posedge clk_i or negedge rst_ni) begin
    if (!rst_ni) begin
      curr_state <= IDLE;
    end else begin
      curr_state <= next_state;
    end
  end
  always_comb begin
    e_d = 1'b0;
    lcd_addr   = {rs_o, rwb_o};
    data_out_d = data_out_o;
    data_oe_d  = data_oe_o;
    next_state = curr_state;
    case (curr_state)
      IDLE: begin
        data_oe_d = 1'b0;
        if (pipe_in_advance) begin
          next_state = ADDR_PHASE;
        end
      end
      ADDR_PHASE: begin
        lcd_addr = {rs_instr, rwb_instr};
        if (cnt == AddrSetupCnt) begin
          next_state = WDATA_PHASE;
          if (rwb_instr) begin
            next_state = RDATA_PHASE;
          end
        end
      end
      WDATA_PHASE: begin
        e_d = 1'b1;
        data_out_d = wdata_instr;
        data_oe_d = 1'b1;
        if (cnt == EnPwCnt) begin
          next_state = E_HOLD;
        end
      end
      RDATA_PHASE: begin
        e_d       = 1'b1;
        data_oe_d = 1'b0;
        if (cnt == RDataDelayCnt) begin
          next_state = CAPTURE_RDATA;
        end
      end
      CAPTURE_RDATA: begin
        e_d = 1'b1;
        if (cnt == (EnPwCnt - RDataDelayCnt)) begin
          next_state = E_HOLD;
        end
      end
      E_HOLD: begin
        if (cnt == (EnCycleCnt - EnPwCnt)) begin
          next_state = IDLE;
          if (pipe_in_advance) begin
            next_state = ADDR_PHASE;
          end
        end
      end
      default: begin
        next_state = IDLE;
      end
    endcase
  end
endmodule
`timescale 1ns / 1ns
module lcd_cntrl_cfg #(
    parameter int DATA_WIDTH      = 8,
    parameter int INSTR_WIDTH     = 10,
    parameter int PRESCALER_WIDTH = 16
) (
    input clk_i,
    input rst_ni,
    input        [11:0] haddr_i,
    input        [31:0] hwdata_i,
    input               hwrite_i,
    input        [ 1:0] htrans_i,
    output logic [31:0] hrdata_o,
    output logic        hready_out_o,
    output logic        hresp_o,
    input        [     DATA_WIDTH-1:0] lcd_rdata_i,
    output logic [PRESCALER_WIDTH-1:0] prescaler_10ns_o,
    output logic                       phy_enable_o,
    output logic [    INSTR_WIDTH-1:0] lcd_instr_o,
    input  logic                       phy_ready_i,
    output logic                       valid_instr_o
);
  logic        read_trans;
  logic        write_trans;
  logic        wait_trans;
  logic        ahblite_error_state;
  logic        invalid_trans;
  logic [11:0] haddr_capture;
  logic        hwrite_capture;
  logic        valid_trans;
  logic        lcd_instr_overwritten;
  typedef enum bit [1:0] {
    OKAY   = 2'b10,
    ERROR1 = 2'b01,
    ERROR2 = 2'b11
  } resp_state_e;
  resp_state_e curr_resp_state, next_resp_state;
  always_ff @(posedge clk_i) begin
    if (!rst_ni) begin
      haddr_capture  <= '0;
      hwrite_capture <= '0;
    end else if (htrans_i[1]) begin
      haddr_capture  <= haddr_i;
      hwrite_capture <= hwrite_i;
    end else begin
      hwrite_capture <= 1'b0;
    end
  end
  assign invalid_trans = (
    htrans_i[1] &
    (
        (haddr_i >= 12'hc + 4) |
        (haddr_i == 12'h4) & hwrite_i & !phy_ready_i
    )
);
  always_ff @(posedge clk_i) begin : sm_sync
    if (!rst_ni) begin
      curr_resp_state <= OKAY;
    end else begin
      curr_resp_state <= next_resp_state;
    end
  end
  assign hresp_o      = curr_resp_state[0];
  assign hready_out_o = curr_resp_state[1];
  always_comb begin
    next_resp_state = curr_resp_state;
    case (curr_resp_state)
      OKAY: begin
        if (invalid_trans) begin
          next_resp_state = ERROR1;
        end
      end
      ERROR1: begin
        next_resp_state = ERROR2;
      end
      ERROR2: begin
        next_resp_state = OKAY;
      end
      default: next_resp_state = OKAY;
    endcase
  end
  logic lcd_ctrl_wen;
  logic lcd_ctrl_ren;
  logic lcd_instr_ren;
  logic lcd_instr_wen;
  logic prescaler_wen;
  logic prescaler_ren;
  assign lcd_ctrl_wen  = (haddr_capture == 12'h0) & hwrite_capture & !hresp_o;
  assign lcd_ctrl_ren  = (haddr_capture == 12'h0) & !hwrite_capture & !hresp_o;
  assign lcd_instr_wen = (haddr_capture == 12'h4) & hwrite_capture & !hresp_o;
  assign lcd_instr_ren = (haddr_capture == 12'h4) & !hwrite_capture & !hresp_o;
  assign prescaler_wen = (haddr_capture == 12'hc) & hwrite_capture & !hresp_o;
  assign prescaler_ren = (haddr_capture == 12'hc) & !hwrite_capture & !hresp_o;
  logic lcd_rdata_ren;
  assign lcd_rdata_ren = (haddr_capture == 12'h8) & !hwrite_capture & !hresp_o;
  always_ff @(posedge clk_i) begin : lcd_ctrl_write_reg
    if (!rst_ni) begin
      phy_enable_o <= '0;
    end else if (lcd_ctrl_wen) begin
      phy_enable_o <= hwdata_i[0];
    end
  end
  always_ff @(posedge clk_i) begin : lcd_instr_write_reg
    if (!rst_ni) begin
      lcd_instr_o   <= '0;
      valid_instr_o <= 1'b0;
    end else if (valid_instr_o) begin
      valid_instr_o <= 1'b0;
    end else if (lcd_instr_wen) begin
      lcd_instr_o   <= hwdata_i[INSTR_WIDTH-1:0];
      valid_instr_o <= 1'b1;
    end
  end
  always_ff @(posedge clk_i) begin : prescaler_100n_reg
    if (!rst_ni) begin
      prescaler_10ns_o <= 'd10;
    end else if (prescaler_wen) begin
      prescaler_10ns_o <= hwdata_i[PRESCALER_WIDTH-1:0];
    end
  end
  always_comb begin : read_reg
    case (1)
      lcd_ctrl_ren:  hrdata_o = {30'h0, phy_ready_i, phy_enable_o};
      lcd_instr_ren: hrdata_o = {{(32 - INSTR_WIDTH) {1'b0}}, lcd_instr_o};
      lcd_rdata_ren: hrdata_o = {{(32 - DATA_WIDTH) {1'b0}}, lcd_rdata_i};
      prescaler_ren: hrdata_o = {{(32 - PRESCALER_WIDTH) {1'b0}}, prescaler_10ns_o};
      default:       hrdata_o = 32'h0;
    endcase
  end
endmodule
`timescale 1ns / 1ns
module lcd_cntrl_top #(
    parameter int DATA_WIDTH = 8,
    parameter int INSTR_WIDTH = 10,
    parameter int PRESCALER_WIDTH = 16
) (
    input clk_i,
    input rst_ni,
    input        [11:0] haddr_i,
    input        [ 1:0] htrans_i,
    input        [31:0] hwdata_i,
    input               hwrite_i,
    output logic [31:0] hrdata_o,
    output logic        hready_out_o,
    output logic        hresp_o,
    input  [DATA_WIDTH-1:0] data_in_i,
    output [DATA_WIDTH-1:0] data_out_o,
    output                  data_oe_o,
    output                  rs_o,
    output                  rwb_o,
    output                  e_o
);
  localparam bit [INSTR_WIDTH-1:0] NopCmd = {INSTR_WIDTH{1'b1}};
  logic                       output_en;
  logic [    INSTR_WIDTH-1:0] lcd_instr;   
  logic                       phy_ready;
  logic                       valid_instr;
  logic [PRESCALER_WIDTH-1:0] prescaler_10ns;
  logic [     DATA_WIDTH-1:0] lcd_rdata;
  logic                       phy_enable;
  logic                       pc_clear;
  lcd_cntrl_cfg #(
      .DATA_WIDTH(DATA_WIDTH),
      .INSTR_WIDTH(INSTR_WIDTH),
      .PRESCALER_WIDTH(PRESCALER_WIDTH)
  ) lcd_cntrl_cfg (
      .clk_i (clk_i),
      .rst_ni(rst_ni),
      .haddr_i     (haddr_i),
      .hrdata_o    (hrdata_o),
      .hresp_o     (hresp_o),
      .htrans_i    (htrans_i),
      .hwdata_i    (hwdata_i),
      .hwrite_i    (hwrite_i),
      .hready_out_o(hready_out_o),
      .prescaler_10ns_o(prescaler_10ns),
      .phy_enable_o    (phy_enable),
      .lcd_instr_o     (lcd_instr),
      .phy_ready_i     (phy_ready),
      .valid_instr_o   (valid_instr),
      .lcd_rdata_i     (lcd_rdata)
  );
  HD44780U_phy #(
      .DATA_WIDTH(DATA_WIDTH),
      .INSTR_WIDTH(INSTR_WIDTH),
      .PRESCALER_WIDTH(PRESCALER_WIDTH)
  ) lcd_phy (
      .clk_i (clk_i),
      .rst_ni(rst_ni),
      .prescaler_10ns_i(prescaler_10ns),
      .phy_enable_i    (phy_enable),
      .lcd_data_o      (lcd_rdata),
      .lcd_instr_i  (lcd_instr),
      .valid_instr_i(valid_instr),
      .ready_instr_o(phy_ready),
      .data_in_i (data_in_i),
      .data_out_o(data_out_o),
      .data_oe_o (data_oe_o),
      .rs_o      (rs_o),
      .rwb_o     (rwb_o),
      .e_o       (e_o)
  );
endmodule

===== flow/run.sh =====
#!/bin/bash
# OpenROAD 26Q1-2900-gdf79404cd8, Yosys 0.63+post, stock flow scripts
make -C /OpenROAD-flow-scripts/flow DESIGN_CONFIG=/design/flow/config.mk WORK_HOME=/design/flow/orfs finish

===== flow/config.mk =====
export PLATFORM = sky130hd
export DESIGN_NAME = lcd_cntrl_top
export DESIGN_NICKNAME = lcd_cntrl_top
export VERILOG_FILES = /design/flow/design.v
export SDC_FILE = /design/flow/constraint.sdc
export NUM_CORES = 4
export LEC_CHECK = 1
export CORE_UTILIZATION = 50

===== flow/constraint.sdc =====
current_design lcd_cntrl_top

set clk_period 4.8
set clk_io_pct 0.2

create_clock -name clk0 -period $clk_period [get_ports {clk_i}]

set non_clock_inputs [all_inputs -no_clocks]
set_input_delay [expr $clk_period * $clk_io_pct] -clock clk0 $non_clock_inputs
set_output_delay [expr $clk_period * $clk_io_pct] -clock clk0 [all_outputs]

==> notes.md <==
Latest figures from synthesis and place and route.

The run finished with clean final reports. The number of warnings the tools reported is 46. The part of the total power dissipated in combinational logic is 3.8%.

After detailed routing, the met3 layer carries 604 µm of wire. The worst VDD IR drop from the latest analysis is 293 µV. In this run, CTS created clock tree buffers numbering 17. The number of max-capacitance violations reported is 0. The internal power of the cells totals 2.15 mW. The residual DRC count is 0. Per the timing report, the achievable frequency comes out to 250 MHz. The synthesized area per cell is 10.4 µm². The synthesized design contains 129 register bits. The final HPWL from detailed placement is 8890 µm. Data on the critical path arrives at its endpoint at 3030 ps. The number of inserted filler cells in the final layout is 879. The number of hold-repair buffers added at the cts stage is 0. The predominant post-synthesis flop cell is dfrtp_1.

The global-route wire length before repair is 21600 µm. Entering global routing, the biggest net connects 56 pins. The setup slack on the worst flop-to-flop path is 1340 ps. The category of the worst setup path launch point is a flip-flop. Setup repair after global routing left no endpoint under its margin. For this design the ratio of total power to cell area is 354 nW/µm². The final number of setup-violating endpoints is 0. From synthesis to final layout, the design area changed by 25.6%. Per the repair_timing log after CTS, setup buffers inserted total 0. The worst-case max-slew headroom was logged as 45.5%. The initial antenna violation count is 0. The iteration tally of the first detailed-router pass is 28. The post-route met1 wirelength is 6140 µm.

The wire length on met2 is 5940 µm. The share of the synthesized area in the top cell type is 35.9%. The CTS tree is built. The final report gives the core utilization as 65.0%.

In this run the worst setup path terminates at hrdata_o[0]. The overflow left after global routing is 0. The die area is 12400 µm². The net switching component of the power is 0.507 mW.

Dividing the detail-routed wire length by the instance count gives 15.4 µm. The timing report gives the clock slew at the launch and capture registers of the worst setup and hold paths as 60 ps. The clock passes through at most 2 buffers. Per STA, the worst path accumulates the most delay in the family simple AND/OR/NAND/NOR gates. Switching power as a fraction of the total was reported as 19.0%. The count of H-tree levels built during CTS is 4.

The initial cell density of the core is 51.8%. The slowest stage of the critical path belongs to the cell nor2_1. From bottom edge to top edge, the die measures 111 µm. Sequential cells account for 42.0% of the total power.

The synthesis report lists the most area-consuming cells as dfrtp_1 (36%), dfxtp_1 (14%), mux2i_1 (6.5%). The post-synth count of flops with an enable pin is 0. The post-cts resize count is 0.

After synthesis, the netlist uses 60 different library cells. The worst hold path belongs to the class flip-flop to flip-flop. Post-synthesis, Yosys gives the total cell area as 5990 µm². The vias per cell is 5.42. The depth of the critical timing path with buffers and inverters included is 6. The final max-slew violation count is 0. Traced cell by cell, the critical path runs through nor4_1 > nand4b_1 > nor2_1 > a222oi_1 > mux2i_1 > clkdlybuf4s50_1. The startpoint of the lowest-slack hold path is lcd_cntrl_cfg.valid_instr_o$_SDFF_PP0_. The placeable core area is 11600 µm². For this run, asynchronously set or reset flops after synthesis account for 66.7%. The width of the chip is 111 µm. After layout, the setup clock skew is reported as 7.86 ps.

The via count of the first global-routing pass came to 4370. After detailed routing, the total wire length is 12800 µm. The data required time at the worst endpoint is 3840 ps. For this design, Yosys synthesis ends with a cell count of 576.

The routed layout has 4506 vias. Overall power consumption after layout is estimated at 2.66 mW. For this design the static power due to leakage is 3.27 nW. Once detail routing completed, the nets flagged for antenna violations numbered 0. Signal routing reaches up to met4. The global-route usage over all layers is 22.5%.

The root buffer cell chosen for the clock tree is clkbuf_16. Logged for this run, the post-placement worst setup slack is 1340 ps. The total antenna diodes in the routed design is 0. The longest incremental delay of any stage on the critical path is reported as 690 ps.

The transition time of the tightest slew-check pin is 815 ps. The share of power burned in the clock network is 54.2%. The area of the mapped netlist is 5990 µm². The total buffers and inverters traversed by the critical path is 1. Dividing the final minimum period by the clock period gives 83.2%. The summed negative setup slack over all endpoints is 0 ps. The final worst hold slack is 486 ps. Counting I/O delays and the setup requirement, the final critical path takes 3990 ps. The dominant cell type by area after synthesis is dfrtp_1.

The type of the worst setup path is flip-flop to primary output. The smallest setup slack after layout is 807 ps. The skew report gives the latency at the later pin of the worst-skew pair as 410 ps. The area taken by multi-input combinational cells is reported as 2830 µm².

The area of all sequential standard cells is 3010 µm². Cells with a size suffix above 1 make up 10.6% of the layout. The row count is 39. The initial detailed-routing violation count is 261. STA lists the startpoint of the worst register-to-register path as lcd_cntrl_cfg.prescaler_10ns_o[0]$_SDFFE_PN0P_. The category of the worst setup path capture point is a primary output. The count of buffers from port buffering is 69. The largest fanout on the critical path is 10. The endpoint of the lowest-slack register-to-register path is lcd_phy.cnt[3]$_DFFE_PN0P_. The share of the Yosys chip area taken by registers is 50.3%.

The CTS sink count is 129. Logic depth along the worst register-to-register path is recorded as 9. The weighted congestion at the end of routability-driven global placement is 0.867. The synthesis report lists the Yosys warning total as 2. The final timing report lists a hold violation count of 0. Per the post-synthesis report, the number of cells in the design is 576. In this run the count of I/O pins placed on the die edge is 103. For reference, the critical path is launched at lcd_cntrl_cfg.haddr_capture[8]$_SDFFE_PN0P_.
-- cell usage in the layout (no fill, tap or decap), types with 4 or more instances in the layout --
master,n
a21oi_1,12
a222oi_1,8
a311oi_1,4
a31oi_1,8
and2_1,11
and3_1,7
buf_4,8
bufinv_16,6
clkbuf_16,17
clkdlybuf4s50_1,68
conb_1,45
dfrtp_1,86
dfxtp_1,43
ha_1,7
inv_1,25
mux2_2,29
mux2i_1,39
nand2_1,20
nand2b_1,5
nand3_1,27
nand4_1,8
nor2_1,78
nor3_1,8
nor4_1,16
o21ai_0,7
o31ai_1,4
or4_1,4
xnor2_1,17
xor2_1,15
-- worst min path at each step --
| stage | end | slack (ps) | depth (start not counted) |
|---|---|---|---|
| 5_1_grt | lcd_phy.wdata_instr[5]$_DFFE_PN0P_ | 510 | 1 |
| 4_1_cts | lcd_phy.pipe_in_valid$_DFFE_PN0P_ | 500 | 1 |
| 6_report | lcd_phy.pipe_in_valid$_DFFE_PN0P_ | 490 | 1 |
-- Yosys cell counts (7+ instances only) --
cell type	instances
o21ai_0	7
dfrtp_1	86
buf_4	16
mux2i_1	39
nand3_1	27
inv_1	25
mux2_2	29
and3_1	7
xnor2_1	17
a222oi_1	8
nand4_1	8
nor2_1	79
ha_1	7
a31oi_1	8
nor4_1	16
nor3_1	8
a21oi_1	12
nand2_1	20
clkbuf_1	14
dfxtp_1	43
and2_1	11
xor2_1	15
-- state kept, by name (all words and copies together), names as in the netlist, 2 cells and up --
signal	count
lcd_cntrl_cfg.prescaler_10ns_o	16
lcd_phy.lcd_data_o	8
lcd_phy.wdata_instr	8
lcd_cntrl_cfg.lcd_instr_o	10
lcd_phy.data_out_o	8
lcd_phy.prescaler_cnt	16
lcd_phy.cnt	7
lcd_cntrl_cfg.haddr_capture	12
lcd_cntrl_cfg.curr_resp_state	2
lcd_phy.curr_state	32
-- cell type report --
cell class                 instances  area share (%)
clock inverter                    10            2.73
timing repair buffer              76            9.85
sequential                       129            40.1
multi-input combinational        427            37.6
clock buffer                      22            6.17
tap                              143            2.38
inverter                          25            1.25
-- stage by stage --
| step | area [µm²] | instances |
|---|---|---|
| after global placement | 6850 | 800 |
| after detailed placement | 6850 | 800 |
| final | 7520 | 832 |
| after global routing | 7520 | 832 |
| after CTS | 7520 | 832 |
| after floorplan | 6150 | 620 |
-- layer usage --
| metal | track usage (%) | vias up |
|---|---|---|
| met2 | 35.3 | 121 |
| met5 | 0 | - |
| met1 | 35.6 | 2162 |
| li1 | - | 2216 |
| met4 | 2.07 | 0 |
| met3 | 4.32 | 7 |
-- power by group through the flow --
| stage | Combinational [mW] | Clock, mW | Sequential, mW |
|---|---|---|---|
| CTS | 0.103 | 1.47 | 1.12 |
| global route | 0.114 | 1.51 | 1.12 |
| finish | 0.101 | 1.44 | 1.12 |
-- kinds of logic after synthesis --
group	Yosys count	share of synthesized area (%)
AND-OR/OR-AND	71	8.90
flip-flops	129	50.3
AND/OR/NAND/NOR	204	17.3
multiplexers	68	12.0
other	1	0.0626
adder cells (fa/ha/maj)	7	1.46
buffers and inverters	64	5.27
XOR/XNOR	32	4.68
No activity file was given, so power comes from the tool's default toggle rates.
